[flow/run.sh]
#!/bin/bash
# OpenROAD 26Q1-2900-gdf79404cd8, Yosys 0.63+post, stock flow scripts
make -C /OpenROAD-flow-scripts/flow DESIGN_CONFIG=/design/flow/config.mk WORK_HOME=/design/flow/orfs finish
[flow/config.mk]
export PLATFORM = sky130hd
export DESIGN_NAME = VGA_control
export DESIGN_NICKNAME = VGA_control
export VERILOG_FILES = /design/flow/design.v
export SDC_FILE = /design/flow/constraint.sdc
export NUM_CORES = 4
export LEC_CHECK = 1
export CORE_UTILIZATION = 30
[flow/constraint.sdc]
current_design VGA_control

set clk_period 1.5
set clk_io_pct 0.2

create_clock -name clk0 -period $clk_period [get_ports {but_B}]
create_clock -name clk1 -period $clk_period [get_ports {but_G}]
create_clock -name clk2 -period $clk_period [get_ports {but_R}]
create_clock -name clk3 -period $clk_period [get_ports {clk}]

set non_clock_inputs [all_inputs -no_clocks]
set_input_delay [expr $clk_period * $clk_io_pct] -clock clk0 $non_clock_inputs
set_output_delay [expr $clk_period * $clk_io_pct] -clock clk0 [all_outputs]
[flow/design.v]
module clk_div(clk,rst,div_clk);
    input clk,rst;
    output div_clk;
    reg div_clk;
    always @(posedge clk or negedge rst)
    begin
        if(!rst)
        begin
            div_clk <= 1'b0;
        end
        else
        begin
            div_clk = ~div_clk;
        end
    end
endmodule
module VGA_control(clk, rst, but_R, but_G, but_B, out_R, out_G, out_B,Hsync,Vsync);
    input clk, rst, but_R, but_G, but_B;
    output reg[3:0] out_R, out_G, out_B;
    output reg Hsync, Vsync;
    reg [9:0]counter_x, counter_y;
    reg [3:0]tmp_r,tmp_g,tmp_b;
    always @(posedge clk)  
    begin
        if(counter_x < 10'd799)
        begin
            counter_x <= counter_x + 10'd1;  
        end
        else
        begin
            counter_x <= 10'd0;
        end
    end  
    always @ (posedge clk)   
    begin 
        if(counter_x == 10'd799)   
        begin
            if(counter_y < 10'd525)  
            begin 
                counter_y <= counter_y + 10'd1;
            end
            else 
            begin
                counter_y <= 10'd0;
            end							 
        end  
    end  
    always @(posedge clk or negedge rst) 
    begin
        if(!rst)
        begin
            out_R <= 4'd0;
            out_G <= 4'd0;
            out_B <= 4'd0;
        end
        else 
        begin
            Hsync <= (counter_x >= 10'd0 && counter_x < 10'd96) ? 1'b0:1'b1;   
            Vsync <= (counter_y >= 10'd0 && counter_y < 10'd2) ? 1'b0:1'b1;    
            if(counter_x>=10'd96 && counter_x<=10'd144)
            begin               out_R <= 4'd0;
                out_G <= 4'd0;
                out_B <= 4'd0;
            end
            else
            begin
                out_R <= tmp_r;
                out_G <= tmp_g;
                out_B <= tmp_b;
            end
        end
	end
    always @(posedge but_R ) begin
        tmp_r <= tmp_r + 4'd1;
    end      
    always @(posedge but_G ) begin
        tmp_g <= tmp_g + 4'd1;
    end      
    always @(posedge but_B ) begin
        tmp_b <= tmp_b + 4'd1;
	end
endmodule
module VGA_display(clk, rst, out_R, out_G, out_B,Hsync,Vsync);
    input clk, rst;
    output reg[3:0] out_R, out_G, out_B;
    output reg Hsync, Vsync;
    reg [9:0]counter_x, counter_y;
    reg [3:0]tmp_r,tmp_g,tmp_b;
    always @(posedge clk)  
    begin
        if(counter_x < 10'd799)
        begin
            counter_x <= counter_x + 10'd1;  
        end
        else
        begin
            counter_x <= 10'd0;
        end
    end  
    always @ (posedge clk)   
    begin 
        if(counter_x == 10'd799)   
        begin
            if(counter_y < 10'd525)  
            begin 
                counter_y <= counter_y + 10'd1;
            end
            else 
            begin
                counter_y <= 10'd0;
            end							 
        end  
    end  
    always @(posedge clk or negedge rst) 
    begin
        if(!rst)
        begin
            out_R <= 4'd0;
            out_G <= 4'd0;
            out_B <= 4'd0;
        end
        else 
        begin
            Hsync <= (counter_x >= 10'd0 && counter_x < 10'd96) ? 1'b0:1'b1;   
            Vsync <= (counter_y >= 10'd0 && counter_y < 10'd2) ? 1'b0:1'b1;    
            if(counter_x>=10'd96 && counter_x<=10'd144)
            begin               
                out_R <= 4'd0;
                out_G <= 4'd0;
                out_B <= 4'd0;
            end
            else
            begin
                out_R <= tmp_r;
                out_G <= tmp_g;
                out_B <= tmp_b;
            end
        end
	end
        always @ (posedge clk)
        begin
            if (counter_y < 50) 
                begin              
                    tmp_r <= 4'h0;     
                    tmp_b <= 4'h0;
                    tmp_g <= 4'h0;
                end  
            else if (counter_y >= 50 && counter_y < 55)
                begin 
                    if (counter_x >= 194 && counter_x < 704)
                        begin 
                            tmp_r <= 4'hF;     
                            tmp_b <= 4'hF;
                            tmp_g <= 4'hF;
                        end  
                    else
                        begin 
                            tmp_r <= 4'h0;     
                            tmp_b <= 4'h0;
                            tmp_g <= 4'h0;
                        end  
                    end 
            else if (counter_y >= 55 && counter_y < 105)
                begin   
                    if (counter_x >= 194 && counter_x < 199)
                        begin 
                            tmp_r <= 4'hF;     
                            tmp_b <= 4'hF;
                            tmp_g <= 4'hF;
                        end   
                    else if (counter_x >= 699 && counter_x < 704)
                        begin 
                            tmp_r <= 4'hF;     
                            tmp_b <= 4'hF;
                            tmp_g <= 4'hF;
                        end   
                    else 
                        begin
                            tmp_r <= 4'h0;     
                            tmp_b <= 4'h0;
                            tmp_g <= 4'h0;
                        end   
                end   
            else if (counter_y >= 105 && counter_y < 110)
                begin 
                    if (counter_x >= 194 && counter_x < 704)
                        begin 
                            tmp_r <= 4'hF;     
                            tmp_b <= 4'hF;
                            tmp_g <= 4'hF;
                        end  
                    else
                        begin 
                            tmp_r <= 4'h0;     
                            tmp_b <= 4'h0;
                            tmp_g <= 4'h0;
                        end  
                end 
            else if (counter_y >= 110 && counter_y < 146)
                begin
                    tmp_r <= 4'h0;     
                    tmp_b <= 4'h0;
                    tmp_g <= 4'h0;
                end
            else if (counter_y >= 146 && counter_y < 151)
                begin
                    if ((counter_x >= 285 && counter_x < 335) || (counter_x >= 383 && counter_x <= 433) || (counter_x >= 481 && counter_x < 531 )
								|| (counter_x >= 579 && counter_x < 629))
                        begin
                            tmp_r <= 4'hF;     
                            tmp_b <= 4'hF;
                            tmp_g <= 4'hF;
                        end
                    else 
                        begin
                            tmp_r <= 4'h0;     
                            tmp_b <= 4'h0;
                            tmp_g <= 4'h0;
                        end
                end
            else if (counter_y >= 151 && counter_y < 201)
                begin
                    if((counter_x >= 280 && counter_x < 285) || (counter_x >= 335 && counter_x < 340) || (counter_x >=378 && counter_x < 383) || (counter_x >= 433 && counter_x < 438)
                        || (counter_x >= 476 && counter_x < 481) || (counter_x >= 531 && counter_x < 536) || (counter_x >= 574 && counter_x < 579) || (counter_x >= 629 && counter_x < 634))
                        begin
                            tmp_r <= 4'hF;     
                            tmp_b <= 4'hF;
                            tmp_g <= 4'hF;
                        end
                    else
                        begin
                            tmp_r <= 4'h0;     
                            tmp_b <= 4'h0;
                            tmp_g <= 4'h0;
                        end
                end
            else if (counter_y >= 201 && counter_y < 206)
                begin
                    if ((counter_x >= 285 && counter_x < 335) || (counter_x >= 383 && counter_x <= 433) || (counter_x >= 481 && counter_x < 531 ) || (counter_x >= 579 && counter_x < 629 ))
                        begin
                            tmp_r <= 4'hF;     
                            tmp_b <= 4'hF;
                            tmp_g <= 4'hF;
                        end
                    else 
                        begin
                            tmp_r <= 4'h0;     
                            tmp_b <= 4'h0;
                            tmp_g <= 4'h0;
                        end
                end
            else if (counter_y >= 206 && counter_y < 230)
                begin
                    tmp_r <= 4'h0;     
                    tmp_b <= 4'h0;
                    tmp_g <= 4'h0;
                end
            else if (counter_y >= 230 && counter_y < 235)
                begin
                    if ((counter_x >= 285 && counter_x < 335) || (counter_x >= 383 && counter_x <= 433) || (counter_x >= 481 && counter_x < 531 )
								|| (counter_x >= 579 && counter_x < 629))
                        begin
                            tmp_r <= 4'hF;     
                            tmp_b <= 4'hF;
                            tmp_g <= 4'hF;
                        end
                    else 
                        begin
                            tmp_r <= 4'h0;     
                            tmp_b <= 4'h0;
                            tmp_g <= 4'h0;
                        end
                end
            else if (counter_y >= 235 && counter_y < 285)
                begin
                    if((counter_x >= 280 && counter_x < 285) || (counter_x >= 335 && counter_x < 340) || (counter_x >=378 && counter_x < 383) || (counter_x >= 433 && counter_x < 438)
                        || (counter_x >= 476 && counter_x < 481) || (counter_x >= 531 && counter_x < 536) || (counter_x >= 574 && counter_x < 579) || (counter_x >= 629 && counter_x < 634))
                        begin
                            tmp_r <= 4'hF;     
                            tmp_b <= 4'hF;
                            tmp_g <= 4'hF;
                        end
                    else
                        begin
                            tmp_r <= 4'h0;     
                            tmp_b <= 4'h0;
                            tmp_g <= 4'h0;
                        end
                end
            else if (counter_y >= 285 && counter_y < 290)
                begin
                   if ((counter_x >= 285 && counter_x < 335) || (counter_x >= 383 && counter_x <= 433) || (counter_x >= 481 && counter_x < 531 ) || (counter_x >= 579 && counter_x < 629 ))
                        begin
                            tmp_r <= 4'hF;     
                            tmp_b <= 4'hF;
                            tmp_g <= 4'hF;
                        end
                    else 
                        begin
                            tmp_r <= 4'h0;     
                            tmp_b <= 4'h0;
                            tmp_g <= 4'h0;
                        end
                end
            else if (counter_y >= 290 && counter_y < 314)
                begin
                    tmp_r <= 4'h0;     
                    tmp_b <= 4'h0;
                    tmp_g <= 4'h0;
                end
            else if (counter_y >= 314 && counter_y < 319)
                begin
                     if ((counter_x >= 285 && counter_x < 335) || (counter_x >= 383 && counter_x <= 433) || (counter_x >= 481 && counter_x < 531 )
								|| (counter_x >= 579 && counter_x < 629))
                        begin
                            tmp_r <= 4'hF;     
                            tmp_b <= 4'hF;
                            tmp_g <= 4'hF;
                        end
                    else 
                        begin
                            tmp_r <= 4'h0;     
                            tmp_b <= 4'h0;
                            tmp_g <= 4'h0;
                        end
                end
            else if (counter_y >= 319 && counter_y < 369)
                begin
                    if((counter_x >= 280 && counter_x < 285) || (counter_x >= 335 && counter_x < 340) || (counter_x >=378 && counter_x < 383) || (counter_x >= 433 && counter_x < 438)
                        || (counter_x >= 476 && counter_x < 481) || (counter_x >= 531 && counter_x < 536) || (counter_x >= 574 && counter_x < 579) || (counter_x >= 629 && counter_x < 634))
                        begin
                            tmp_r <= 4'hF;     
                            tmp_b <= 4'hF;
                            tmp_g <= 4'hF;
                        end
                    else
                        begin
                            tmp_r <= 4'h0;     
                            tmp_b <= 4'h0;
                            tmp_g <= 4'h0;
                        end
                end
            else if (counter_y >= 369 && counter_y < 374)
                begin
                    if ((counter_x >= 285 && counter_x < 335) || (counter_x >= 383 && counter_x <= 433) || (counter_x >= 481 && counter_x < 531 ) || (counter_x >= 579 && counter_x < 629 ))
                        begin
                            tmp_r <= 4'hF;     
                            tmp_b <= 4'hF;
                            tmp_g <= 4'hF;
                        end
                    else 
                        begin
                            tmp_r <= 4'h0;     
                            tmp_b <= 4'h0;
                            tmp_g <= 4'h0;
                        end
                end
            else if (counter_y >= 374 && counter_y < 398)
                begin
                    tmp_r <= 4'h0;     
                    tmp_b <= 4'h0;
                    tmp_g <= 4'h0;
                end
            else if (counter_y >= 398 && counter_y < 403)
                begin
                     if ((counter_x >= 285 && counter_x < 335) || (counter_x >= 383 && counter_x <= 433) || (counter_x >= 481 && counter_x < 531 )
								|| (counter_x >= 579 && counter_x < 629))
                        begin
                            tmp_r <= 4'hF;     
                            tmp_b <= 4'hF;
                            tmp_g <= 4'hF;
                        end
                    else 
                        begin
                            tmp_r <= 4'h0;     
                            tmp_b <= 4'h0;
                            tmp_g <= 4'h0;
                        end
                end
            else if (counter_y >= 403 && counter_y < 453)
                begin
                   if((counter_x >= 280 && counter_x < 285) || (counter_x >= 335 && counter_x < 340) || (counter_x >=378 && counter_x < 383) || (counter_x >= 433 && counter_x < 438)
                        || (counter_x >= 476 && counter_x < 481) || (counter_x >= 531 && counter_x < 536) || (counter_x >= 574 && counter_x < 579) || (counter_x >= 629 && counter_x < 634))
                        begin
                            tmp_r <= 4'hF;     
                            tmp_b <= 4'hF;
                            tmp_g <= 4'hF;
                        end
                    else
                        begin
                            tmp_r <= 4'h0;     
                            tmp_b <= 4'h0;
                            tmp_g <= 4'h0;
                        end
                end
            else if (counter_y >= 453 && counter_y < 458)
                begin
                    if ((counter_x >= 285 && counter_x < 335) || (counter_x >= 383 && counter_x <= 433) || (counter_x >= 481 && counter_x < 531 ) || (counter_x >= 579 && counter_x < 629 ))
                        begin
                            tmp_r <= 4'hF;     
                            tmp_b <= 4'hF;
                            tmp_g <= 4'hF;
                        end
                    else 
                        begin
                            tmp_r <= 4'h0;     
                            tmp_b <= 4'h0;
                            tmp_g <= 4'h0;
                        end
                end
            else
                begin
                            tmp_r <= 4'h0;     
                            tmp_b <= 4'h0;
                            tmp_g <= 4'h0;
                end
	 end   
endmodule
module VGA_output(clk,rst,but_R,but_G,but_B,out_R,out_G,out_B,Hsync,Vsync);
    input clk,rst,but_R,but_G,but_B;
    output [3:0] out_R,out_G,out_B;
    output Hsync, Vsync;
    wire div_clk;
    clk_div u_clk_div(.clk(clk),.rst(rst),.div_clk(div_clk));
    VGA_display u_VGA_display(.clk(div_clk), .rst(rst), .out_R(out_R), .out_G(out_G), .out_B(out_B),.Hsync(Hsync),.Vsync(Vsync));
endmodule
==> flow_summary.toml <==
# generated from flow reports
[global_routing]
grt_pass1_vias = 1297
grt_max_degree = 13
grt_pass1_wl_mm = 5.66
grt_use_total = 0.115
gr-total-overflow = 0
antenna_found_initial = 0

[finish]
lay_top_count = "buf_4"
stdcell_count = 297
area_growth_pct = 36.0
lay_top_cells = "25 x buf_4, 19 x dfxtp_1, 15 x clkbuf_8, 15 x clkdlybuf4s50_1"
drive_gt1_frac = 0.284
postLayoutCoreUtil = 0.432

[route]
post_drt_wl_per_cell_um = 11.9
drtIter0Drc = 38
drtPass1Iterations = 4
antenna_left = 0
drc = 0
routed_via_density = 4.69
via_count = 1394
antennaDiodeCount = 0
routed_wl_mm = 3.53

[logic_synthesis]
synth-seq-cells = 46
yosysSeqAreaShare = 0.573
ys_area_sq_um = 1920
synth.distinct_cells = 41
synthesis.area_sq_um = 1920
avgSynthCellArea_sq_um = 11.4
ys_warn_count = 1
yosysCellCount = 169
syn_inst = 169

[die]
core_util_floorplan = 0.317
rows = 28
die_x_um = 82.1
die_area_sq_um = 6730
core_sq_um = 6060
pin_count = 19
fp.dieH_um = 82.1

[min_path]
hold_path.class = "primary input to async pin"

[sta]
hold_viol_final = 0
setup_viol = 10
hold_ws_ns = 0.249
rsz0062_at_grt = "true"
worstMarginPinSlew_ns = 0.366
timing.final.ws_setup_ns = -0.108
drv_slew = 0
skew_ns = 0.00311
maxSlewHeadroom = 0.755

[run]
warning_count = 31
maxCapViolations = 0

[clocking]
clock_sinks = 46
clk_pin_slew_ns = 0.07
ctsHoldBuffers = 0
cts_tree = "done"

[place]
io_buffers = 15
gp_congestion = 0.778
dp_cells = 278
pre_cts_slack_ns = -0.0806
hpwl_mm = 2.50

[critical_path]
critPathRequiredTime_ns = 1.65
startpoint = "counter_y[7]$_SDFFCE_PP0P_"
critPathMaxFanout = 5
worstSetupPathType = "flip-flop to flip-flop"
reg2regPathDepth = 4
cp-end-kind = "flip-flop"
arrival_ns = 1.76
startpoint_type = "flip-flop"
r2r_start = "counter_y[7]$_SDFFCE_PP0P_"

[run_status]
violations = "setup timing"
status = "complete, but fails checks"

[pwr]
combPwrFrac = 0.006
power_density_nw_per_um2 = 1010
power_w = 0.00263
switching_share = 0.177
ir_drop_uv = 809
power.share.clock = 0.509
p_leak_nw = 1.14
intPower_w = 0.00216
p_seq_frac = 0.485
p_switching_w = 0.000467
-- path summary, 6_finish.rpt --
kind | endpoint | slack (ns)
setup / recovery | counter_y[1]$_SDFFCE_PP0P_ | -0.11
hold / removal | out_B[3]$_DFF_PN0_ | 0.25
setup reg to reg | counter_y[1]$_SDFFCE_PP0P_ | -0.11
hold reg to reg | out_G[0]$_DFF_PN0_ | 0.39
max in group clk0 | Hsync | 0.08
max in group clk1 | tmp_g[2]$_DFF_P_ | 0.72
max in group clk2 | tmp_r[2]$_DFF_P_ | 0.73
min in group clk3 | out_G[0]$_DFF_PN0_ | 0.39
min in group clk1 | tmp_g[0]$_DFF_P_ | 0.41
min in group clk0 | tmp_b[0]$_DFF_P_ | 0.42
-- cells in the mapped netlist --
library cell	count	area [sq um]
a21oi_1	6	30.0
a21oi_2	4	35.0
a22o_1	1	8.76
a311o_1	1	10.0
and2_1	1	6.26
and3b_2	1	10.0
and4_1	1	8.76
buf_2	1	5.00
buf_6	1	11.3
clkbuf_1	3	11.3
dfrtp_1	12	300
dfxtp_1	22	440
edfxtp_1	12	360
ha_1	7	87.6
inv_1	12	45.0
nand2_1	5	18.8
nand2b_1	1	6.26
nand3_1	10	50.1
nand4_1	3	18.8
nand4b_1	1	8.76
nor2_1	6	22.5
nor2_2	2	12.5
nor2_4	1	11.3
nor2b_1	1	6.26
nor2b_4	1	13.8
nor3_1	4	20.0
nor3b_1	11	82.6
nor4_1	3	18.8
o211a_1	1	10.0
o211ai_1	1	7.51
o21a_1	1	7.51
o21ai_0	6	30.0
o22a_1	1	8.76
o31a_1	1	8.76
o31ai_1	1	7.51
or3_1	7	43.8
or3_2	1	7.51
or4_1	2	15.0
or4_4	1	11.3
xnor2_1	6	52.6
xor2_1	6	52.6
-- cells by family (layout without fill, tap and decap cells) --
| family | count (synthesis) | after routing | share of synthesized area |
|---|---|---|---|
| simple gates | 63 | 63 | 0.204 |
| flops | 46 | 46 | 0.573 |
| compound gates | 24 | 25 | 0.0852 |
| buf+inv | 17 | 69 | 0.0377 |
| xor+xnor | 12 | 12 | 0.0547 |
| fa+ha+maj | 7 | 7 | 0.0455 |
-- critical path, cell delays in order (launching register included) --
cell      delay (ns)
edfxtp_1        0.38
or4_4           0.55
o31a_1          0.28
buf_4           0.18
nor2b_4         0.09
-- registers in the layout, summed over array words and instances, names as in the netlist --
| register | count |
|---|---|
| counter_x | 10 |
| out_G | 4 |
| tmp_b | 4 |
| Vsync | 1 |
| tmp_g | 4 |
| tmp_r | 4 |
| counter_y | 10 |
| Hsync | 1 |
| out_B | 4 |
| out_R | 4 |
-- final cells by class --
cell class	instances	area (sq um)
Fill cell	565	3440
Sequential cell	46	1110
Multi-Input combinational cell	107	817
Timing Repair Buffer	40	338
Clock buffer	16	210
Tap cell	75	93.8
Inverter	12	45.0
Clock inverter	1	5.00
-- stage by stage --
stage	instance area [sq um]	TNS, ns
final	2620	-0.857
after global routing	2620	-1.60
after CTS	2570	-0.844
after detailed placement	2350	-0.632
after global placement	2350	-0.568
after floorplan	1960	-1.01
-- per-layer routing --
layer | vias up | global-route usage | wire (um)
met1 | 639 | 0.157 | 1710
met3 | 9 | 0.0631 | 288
met5 | - | 0 | 0
met2 | 37 | 0.165 | 1460
met4 | 0 | 0.0193 | 66
li1 | 709 | - | -
-- repair_timing --
action | 4_1_cts | 5_1_grt
gates resized | 1 | 7
setup endpoints to repair | 11 | 31
setup buffers | 0 | 1
pin swaps | 0 | 3
cloned | 0 | 1
-- power groups by stage --
stage	Sequential, W	Combinational (W)	Clock (W)
5_1_grt	0.00128	0.0000189	0.00145
6_report	0.00128	0.0000161	0.00134
4_1_cts	0.00128	0.0000167	0.00139
No activity file was given, so power comes from the tool's default toggle rates.
